## config.mk

```make
export PLATFORM = sky130hd
export DESIGN_NAME = alu_reg
export DESIGN_NICKNAME = alu_reg
export VERILOG_FILES = /design/flow/design.v
export SDC_FILE = /design/flow/constraint.sdc
export NUM_CORES = 4
export LEC_CHECK = 1
export CORE_UTILIZATION = 50
```

## design.v

```verilog
module alu_reg (
  clk,
  reset_n,
  psel,
  penable,
  paddr,
  pwrite,
  pwdata,
  prdata,
  pready
);
  typedef enum {
    IDLE, 
    SETUP, 
    ACCESS
  } APB_STATE_e; 
  input         clk;
  input         reset_n;
  input         psel;
  input  [31:0] paddr;
  input         pwrite;
  input         penable;
  input  [31:0] pwdata;
  output [31:0] prdata;
  output        pready;
  reg [31:0]    prdata;
  reg           pready;
  reg [31:0]    reg1;
  reg [31:0]    reg2;
  reg [31:0]    reg3;
  reg [31:0]    reg4;
  reg           wr_en;
  reg           rd_en;
  wire          reg1_en;
  wire          reg2_en;
  wire          reg3_en;
  wire          reg4_en;
  APB_STATE_e apb_state;
  always @(posedge clk) begin
    if (!reset_n) begin
      wr_en = 0;
      rd_en = 0;
      pready = 0;
      apb_state = IDLE;
    end
    else begin
      case (apb_state)
        IDLE: begin
          wr_en <= 0;
          rd_en <= 0;
          pready <= 0;
          if(psel) begin
            apb_state <= SETUP;
          end
        end
        SETUP: begin
          rd_en <= 0;
          if (psel && penable) begin
            apb_state <= ACCESS;
            if (pwrite) begin
              wr_en <= 1;
            end
          end
          else begin
            apb_state <= IDLE;
          end
        end
        ACCESS: begin
          pready <= 1;
          wr_en <= 0;
          if(pwrite == 0) begin
            rd_en <= 1;
          end
          apb_state <= IDLE;
        end
        default: begin 
          apb_state <= IDLE;
        end
      endcase
    end
  end 
  assign reg1_en  = psel & (paddr == 32'h0000_0010);
  assign reg2_en  = psel & (paddr == 32'h0000_0014);
  assign reg3_en  = psel & (paddr == 32'h0000_0018);
  assign reg4_en  = psel & (paddr == 32'h0000_001c);
  always @(posedge clk or negedge reset_n) begin
    if(!reset_n) begin
      reg1 <= 32'h0;
    end
    else if(wr_en && reg1_en) begin
      reg1 <= pwdata;
    end
  end
  always @(posedge clk or negedge reset_n) begin
    if(!reset_n) begin
      reg2 <= 32'h0;
    end
    else if(wr_en && reg2_en) begin
      reg2 <= {28'h0, pwdata[3:0]};
    end
  end
  always @(posedge clk or negedge reset_n) begin
    if(!reset_n) begin
      reg3 <= 32'h0;
    end
    else if(wr_en && reg3_en) begin
      reg3 <= {pwdata[31:24], 16'h0, pwdata[7:0]};
    end
  end
  always @(posedge clk or negedge reset_n) begin
    if(!reset_n) begin
      reg4 <= 32'h0;
    end
    else if(wr_en && reg4_en) begin
      reg4 <= pwdata;
    end
  end
  always @(*) begin
    if(rd_en) begin
      if(reg1_en) begin
        prdata = reg1;
      end
      else if(reg2_en) begin
        prdata = reg2;
      end
      else if(reg3_en) begin
        prdata = reg3;
      end
      else if(reg4_en) begin
        prdata = 32'h0;
      end
      else begin
        prdata = 32'h0;
      end
    end
  end
endmodule
```

## run.sh

```bash
#!/bin/bash
# OpenROAD 26Q1-2900-gdf79404cd8, Yosys 0.63+post, stock flow scripts
make -C /OpenROAD-flow-scripts/flow DESIGN_CONFIG=/design/flow/config.mk WORK_HOME=/design/flow/orfs finish
```

## constraint.sdc

```tcl
current_design alu_reg

set clk_period 2.0
set clk_io_pct 0.2

create_clock -name clk0 -period $clk_period [get_ports {clk}]

set non_clock_inputs [all_inputs -no_clocks]
set_input_delay [expr $clk_period * $clk_io_pct] -clock clk0 $non_clock_inputs
set_output_delay [expr $clk_period * $clk_io_pct] -clock clk0 [all_outputs]
```

==> impl_metrics.env <==
# source this file to load flow results
export IMPL_timing_setup_critical_path_class="primary input to register"
export IMPL_met3_wirelength_um=368
export IMPL_mappedNetlistArea_sq_um=3220
export IMPL_hold_path_startpoint="reg3[29]"
export IMPL_route_final_wire_length_um=7690
export IMPL_final_util_pct=82.4
export IMPL_total_congestion_overflow_after_global_routing=0
export IMPL_dp_hpwl_um=4720
export IMPL_worst_hold_path_num_cells=1
export IMPL_ys_warn_count=1
export IMPL_grtUsageTotal_pct=23.1
export IMPL_portBuffers=101
export IMPL_warning_total_across_the_stage_logs=27
export IMPL_yosys_chip_area_sq_um=3220
export IMPL_clock_fmax_mhz=522
export IMPL_gp_congestion=0.784
export IMPL_die_width_um=82.2
export IMPL_yosys_cell_types_count=29
export IMPL_route_antenna_remaining_nets=0
export IMPL_pin_count=102
export IMPL_syn2layout_area_growth_pct=55.2
export IMPL_most_frequent_standard_cell_in_the_layout_excluding_fill_and_tap_cells="clkdlybuf4s50_1"
export IMPL_initial_utilization_pct=53.1
export IMPL_post_route_cell_area_sq_um=4990
export IMPL_detail_route_antenna_diodes=0
export IMPL_met2_wirelength_um=3800
export IMPL_yosys_register_bits=90
export IMPL_smallest_setup_slack_after_layout_ns=0.0859
export IMPL_wire_per_inst_um=16.8
export IMPL_cts_root_buf="clkbuf_8"
export IMPL_setup_repair_after_global_routing_missed_its_margin="false"
export IMPL_netlist_instances=246
export IMPL_transition_time_at_the_pin_with_the_least_slew_margin_ns=0.502
export IMPL_netlist_top_cell_by_area="dfrtp_1"
export IMPL_place_area_sq_um=4440
export IMPL_dr_max_layer_used="met4"
export IMPL_timing_max_slew_rel_slack_pct=66.5
export IMPL_worst_reg2reg_path_depth=5
export IMPL_post_route_cells_drive_above_1_share_pct=26.6
export IMPL_report_final_setup_viol=0
export IMPL_ff2ff_setup_slack_ns=0.41
export IMPL_syn_area_per_cell_sq_um=13.1
export IMPL_drt_met1_wl_um=3470
export IMPL_endpoint_worst_hold="reg3[29]"
export IMPL_detailroute_via_count=2388
export IMPL_chip_area_sq_um=6760
export IMPL_final_period_utilization_pct=95.7
export IMPL_clockBufferDepth=2
export IMPL_initial_antenna_violation_count=0
export IMPL_endpoint_kind="register"
export IMPL_clock_insertion_delay_worst_skew_ns=0.34
export IMPL_ys_top_cells_by_area="dfrtp_1, dlxtp_1, mux2_2, mux2i_1, mux2_1"
export IMPL_clk_pin_slew_ns=0.07
export IMPL_synth_stat_cells=246
export IMPL_min_delay_path_class="register to register"
export IMPL_avgViaCountPerCell=5.21
export IMPL_drt_first_iter_violations=100
export IMPL_fin_tns_setup_ns=0
export IMPL_register_pins_left_without_a_clock=32
export IMPL_cp_arrival_ns=2.13
export IMPL_timing_critical_path_fanout_max=8
export IMPL_irDropWorstVdd_mv=0.629
export IMPL_grt_max_degree=34
export IMPL_die_size_y_um=82.2
export IMPL_max_cap_viols=0
export IMPL_h_tree_depth=3
export IMPL_cts_tree="yes"
export IMPL_first_pass_grt_wire_length_um=11100
export IMPL_cts_buf_count=9
export IMPL_worstPathRequired_ns=2.22
export IMPL_floorplan_rows=28
export IMPL_start_kind="primary input"
export IMPL_p_leak_nw=2.43
export IMPL_hold_viol=0
export IMPL_pre_cts_slack_ns=-0.494
export IMPL_synth_top_cell_area_share_pct=40.5
export IMPL_drc=0
export IMPL_first_global_vias=2378
export IMPL_endpoints_left_unconstrained=64
export IMPL_core_area_sq_um=6060
export IMPL_pwr_density_cell_nw_per_um2=526
export IMPL_detail_route_first_pass_iterations=4
export IMPL_origin_of_the_critical_flop_to_flop_path="wr_en"
export IMPL_finalCriticalPeriod_ns=1.91
export IMPL_drv_slew=0
export IMPL_final_setup_skew_ns=0.00697
export IMPL_outcome="finished, final reports clean"
export IMPL_reg2reg_to="reg1[0]"
export IMPL_layout_top_cells_excl_fill_tap="clkdlybuf4s50_1, dfrtp_1, dlxtp_1"
per-stage QoR:
stage	total power, mW	hold slack [ns]	cells
finish	2.62	0.490	458
global route	2.71	0.504	458
CTS	2.63	0.491	454
detailed placement	1.43	0.340	431
global placement	1.43	0.345	431
floorplan	1.24	0.104	246
worst max-delay path by stage:
stage | slack [ns] | cells after the start | endpoint | from
4_1_cts | -0.06 | 7 | reg3[1] | paddr[24]
5_1_grt | 0.03 | 7 | reg3[7] | paddr[19]
6_report | 0.09 | 7 | reg3[31] | paddr[19]
registers in the layout, summed over array words and instances, names as in the netlist:
register,cells
wr_en,1
apb_state,3
prdata,32
pready,1
reg3,16
rd_en,1
reg1,32
reg2,4
worst max-delay path, cell delays in order:
cell           delay (ns)
dlygate4sd2_1        0.26
nor4_4               0.34
nand4_4              0.19
nor4_4               0.28
buf_4                0.18
clkbuf_16            0.16
mux2_2               0.32
power breakdown:
part / leakage [nW] / switching (mW) / internal, mW
clock: 0.112 / 0.478 / 0.737
combinational: 1.31 / 0.0934 / 0.135
sequential: 1.01 / 0.00496 / 1.18
total: 2.43 / 0.576 / 2.05
cell families after synthesis:
kind of cell	Yosys count	share of synthesized area (%)
latches	32	14.9
and+or+nand+nor	68	13.8
muxes	68	23.2
AOI/OAI and AO/OA	10	1.79
buffers and inverters	10	2.10
DFF	58	44.2
synthesized netlist by cell type:
cell type,number
a21boi_0,2
a21oi_1,4
and2_1,16
and3_1,2
buf_6,4
clkbuf_1,5
dfrtp_1,52
dfxtp_1,6
dlxtp_1,32
inv_1,1
mux2_1,12
mux2_2,40
mux2i_1,16
nand2_1,3
nand2b_1,2
nand3_1,1
nand3b_1,1
nand4_2,2
nor2_1,23
nor2b_1,4
nor3b_1,1
nor4_1,3
nor4_2,5
nor4_4,2
nor4b_2,1
o21a_1,1
o21ai_0,3
or2_2,1
or3_1,1
timing repair:
action	in CTS	in global routing
resized	29	42
hold buffers	1	0
endpoints found under the hold margin	10	0
buffers inserted	4	3
pin swaps	9	12
cloned	2	1
setup endpoints to repair	52	52
layer usage:
metal,vias up,global-route usage (%)
met4,0,1.93
met5,-,0
met2,65,38.5
li1,1122,-
met1,1197,33.4
met3,4,5.80
layout make-up:
| class | instances | area [sq um] |
|---|---|---|
| timing repair buffer | 130 | 1360 |
| multi-input combinational | 146 | 1410 |
| fill | 328 | 1070 |
| inverter | 1 | 3.75 |
| sequential | 90 | 1900 |
| tap | 75 | 93.8 |
| clock inverter | 6 | 90.1 |
| clock buffer | 10 | 138 |
Power figures rest on the tool's default switching activity, not on a simulated workload.
